**/design/flow/run.sh**
```bash
#!/bin/bash
# OpenROAD 26Q1-2900-gdf79404cd8, Yosys 0.63+post, stock flow scripts
make -C /OpenROAD-flow-scripts/flow DESIGN_CONFIG=/design/flow/config.mk WORK_HOME=/design/flow/orfs finish
```
**/design/flow/config.mk**
```make
export PLATFORM = sky130hd
export DESIGN_NAME = izhikevich_model
export DESIGN_NICKNAME = izhikevich_model
export VERILOG_FILES = /design/flow/design.v
export SDC_FILE = /design/flow/constraint.sdc
export NUM_CORES = 4
export LEC_CHECK = 1
export CORE_UTILIZATION = 40
```
**/design/flow/constraint.sdc**
```tcl
current_design izhikevich_model

set clk_period 24.3
set clk_io_pct 0.2

create_clock -name clk0 -period $clk_period [get_ports {clk}]

set non_clock_inputs [all_inputs -no_clocks]
set_input_delay [expr $clk_period * $clk_io_pct] -clock clk0 $non_clock_inputs
set_output_delay [expr $clk_period * $clk_io_pct] -clock clk0 [all_outputs]
```
**/design/flow/design.v**
```verilog
module binary_divider (
    input wire clk,
    input wire reset,
    input wire start,
    input wire [15:0] dividend,   
    input wire [15:0] divisor,    
    output reg [15:0] quotient,   
    output reg done
);
    parameter INTEGER_BITS = 9;
    parameter FRACTION_BITS = 7;
    parameter TOTAL_BITS = INTEGER_BITS + FRACTION_BITS;
    localparam IDLE = 2'b00;
    localparam SETUP = 2'b01;
    localparam DIVIDE = 2'b10;
    localparam FINISH = 2'b11;
    reg [1:0] state;
    reg [5:0] count;   
    reg [31:0] divisor_extended;   
    reg [31:0] remainder;          
    always @(posedge clk or posedge reset) begin
        if (reset) begin
            state <= IDLE;
            done <= 0;
            quotient <= 0;
            count <= 0;
            remainder <= 0;
            divisor_extended <= 0;
        end else begin
            case (state)
                IDLE: begin
                    if (start) begin
                        state <= SETUP;
                        done <= 0;
                    end
                end
                SETUP: begin
                    remainder <= {16'b0, dividend};
                    divisor_extended <= {divisor, 16'b0};
                    count <= TOTAL_BITS * 2;  
                    quotient <= 0;
                    state <= DIVIDE;
                end
                DIVIDE: begin
                    if (count > 0) begin
                        if (remainder >= divisor_extended) begin
                            remainder <= remainder - divisor_extended;
                            quotient <= {quotient[14:0], 1'b1};
                        end else begin
                            quotient <= {quotient[14:0], 1'b0};
                        end
                        divisor_extended <= {1'b0, divisor_extended[31:1]};
                        count <= count - 1;
                    end else begin
                        state <= FINISH;
                    end
                end
                FINISH: begin
                    done <= 1;
                    state <= IDLE;
                end
            endcase
        end
    end
endmodule
module izhikevich_model(
    input wire clk,               
    input wire rst,               
    input wire [15:0] I_in,       
    output wire [15:0] v_out,     
    output wire [15:0] u_out,     
    output wire [15:0] k1v_out,
    output wire [15:0] k2v_out,
    output wire [15:0] k3v_out,
    output wire [15:0] k4v_out,
    output wire [15:0] k1u_out,
    output wire [15:0] k2u_out,
    output wire [15:0] k3u_out,
    output wire [15:0] k4u_out,
    output wire [15:0] vinc_out,
    output wire [15:0] uinc_out,
    output wire [15:0] ksumv_out,
    output wire [15:0] hdiv_out,
    output wire spike_out         
);
    parameter [15:0] a_param = 16'b0000000000000011;     
    parameter [15:0] b_param = 16'b0000000000011010;     
    parameter signed [15:0] c_param = 16'b1101111110000000;     
    parameter [15:0] d_param = 16'b0000001100000000;     
    parameter [15:0] h_step = 16'b0000000000000010;      
    reg signed[15:0] v, u;
    wire signed [15:0] v_next, u_next;
    wire spike;
    wire solver_done;
    reg solver_start;
    localparam WAITING = 2'b00;
    localparam SOLVING = 2'b01;
    localparam UPDATE = 2'b10;
    reg [1:0] state;
    rk4_solver rk4_inst (
        .clk(clk),
        .reset(rst),
        .start(solver_start),
        .v_in(v),
        .u_in(u),
        .I_in(I_in),
        .a_param(a_param),
        .b_param(b_param),
        .h_step(h_step),
        .v_out(v_next),
        .u_out(u_next),
        .k1v_out(k1v_out),
        .k2v_out(k2v_out),
        .k3v_out(k3v_out),
        .k4v_out(k4v_out),
        .k1u_out(k1u_out),
        .k2u_out(k2u_out),
        .k3u_out(k3u_out),
        .k4u_out(k4u_out),
        .vinc_out(vinc_out),
        .uinc_out(uinc_out),
        .ksumv_out(ksumv_out),
        .hdiv_out(hdiv_out),
        .spike(spike),
        .done(solver_done)
    );
    always @(posedge clk or posedge rst) begin
        if (rst) begin
            v <= 16'b1101111110000000;     
            u <= 16'b0000000000000000;     
            solver_start <= 0;
            state <= WAITING;
        end else begin
            case (state)
                WAITING: begin
                    solver_start <= 1;
                    state <= SOLVING;
                end
                SOLVING: begin
                    solver_start <= 0;
                    if (solver_done) begin
                        state <= UPDATE;
                    end
                end
                UPDATE: begin
                    if (spike) begin
                        v <= c_param;
                        u <= u_next + d_param;
                    end else begin
                        v <= v_next;
                        u <= u_next;
                    end
                    state <= WAITING;
                end
            endcase
        end
    end
    assign v_out = v;
    assign u_out = u;
    assign spike_out = spike;
endmodule
module rk4_solver(
    input wire clk,               
    input wire reset,             
    input wire start,             
    input wire [15:0] v_in,       
    input wire [15:0] u_in,       
    input wire [15:0] I_in,       
    input wire [15:0] a_param,    
    input wire [15:0] b_param,    
    input wire [15:0] h_step,     
    output reg [15:0] v_out,      
    output reg [15:0] u_out,      
    output reg [15:0] k1v_out,
    output reg [15:0] k2v_out,
    output reg [15:0] k3v_out,
    output reg [15:0] k4v_out,
    output reg [15:0] k1u_out,
    output reg [15:0] k2u_out,
    output reg [15:0] k3u_out,
    output reg [15:0] k4u_out,
    output reg [15:0] vinc_out,
    output reg [15:0] uinc_out,
    output reg [15:0] ksumv_out,
    output reg [15:0] hdiv_out,
    output reg spike,             
    output reg done               
);
    function [15:0] multiply;
        input [15:0] a;
        input [15:0] b;
        reg [31:0] result;
        begin
            result = (a * b) >>> 7;  
            multiply = result[15:0];
        end
    endfunction
    function [15:0] add;
        input [15:0] a;
        input [15:0] b;
        begin
            add = a + b;
        end
    endfunction
    function [15:0] subtract;
        input [15:0] a;
        input [15:0] b;
        begin
            subtract = a - b;
        end
    endfunction
    function [15:0] f_v;
        input [15:0] v;
        input [15:0] u;
        input [15:0] I;
        reg [15:0] v_squared;
        reg [15:0] term1, term2, term3;
        begin
            v_squared = multiply(v, v);
            term1 = multiply(16'b0000000000000101, v_squared);    
            term2 = multiply(16'b0000001010000000, v);            
            term3 = add(16'b0100011000000000, I);                 
            f_v = add(add(term1, term2), subtract(term3, u));
        end
    endfunction
    function [15:0] f_u;
        input [15:0] v;
        input [15:0] u;
        input [15:0] a;
        input [15:0] b;
        reg [15:0] b_times_v;
        begin
            b_times_v = multiply(b, v);
            f_u = multiply(a, subtract(b_times_v, u));
        end
    endfunction
    parameter [15:0] THRESHOLD = 16'b0000111100000000;
    localparam IDLE = 4'b0000;
    localparam CALC_K1 = 4'b0001;
    localparam DIV_1 = 4'b0010;
    localparam CALC_TEMP1 = 4'b0011;
    localparam CALC_K2 = 4'b0100;
    localparam DIV_2 = 4'b0101;
    localparam CALC_TEMP2 = 4'b0110;
    localparam CALC_K3 = 4'b0111;
    localparam CALC_TEMP3 = 4'b1000;
    localparam CALC_K4 = 4'b1001;
    localparam DIV_3 = 4'b1010;
    localparam CALC_FINAL = 4'b1011;
    localparam DONE = 4'b1100;
    reg [3:0] state;
    reg [15:0] k1_v, k1_u, k2_v, k2_u, k3_v, k3_u, k4_v, k4_u;
    reg [15:0] v_temp1, u_temp1, v_temp2, u_temp2, v_temp3, u_temp3;
    reg [15:0] k2_v_doubled, k2_u_doubled, k3_v_doubled, k3_u_doubled;
    reg [15:0] k_sum_v, k_sum_u;
    reg [15:0] h_div_2, h_div_6;
    reg [15:0] v_inc, u_inc;
    reg [15:0] v_next, u_next;
	 reg [15:0] I_in1, I_in2;
    reg div_start;
    reg [15:0] div_dividend, div_divisor;
    wire [15:0] div_quotient;
    wire div_done;
    binary_divider divider (
        .clk(clk),
        .reset(reset),
        .start(div_start),
        .dividend(div_dividend),
        .divisor(div_divisor),
        .quotient(div_quotient),
        .done(div_done)
    );
    always @(posedge clk or posedge reset) begin
        if (reset) begin
            state <= IDLE;
            done <= 0;
            div_start <= 0;
            k1_v <= 0; k1_u <= 0;
            k2_v <= 0; k2_u <= 0;
            k3_v <= 0; k3_u <= 0;
            k4_v <= 0; k4_u <= 0;
            v_temp1 <= 0; u_temp1 <= 0;
            v_temp2 <= 0; u_temp2 <= 0;
            v_temp3 <= 0; u_temp3 <= 0;
            h_div_2 <= 0; h_div_6 <= 0;
            v_inc <= 0; u_inc <= 0;
            v_next <= 0; u_next <= 0;
            k_sum_v <= 0; k_sum_u <= 0;
				I_in1 <= 0; I_in2 <= 0;
            v_out <= 0; u_out <= 0;
            k1v_out <= 0; k2v_out <= 0; k3v_out <= 0; k4v_out <= 0;
            k1u_out <= 0; k2u_out <= 0; k3u_out <= 0; k4u_out <= 0;
            vinc_out <= 0; uinc_out <= 0;
            ksumv_out <= 0; hdiv_out <= 0;
            spike <= 0;
        end else begin
            case (state)
                IDLE: begin
                    if (start) begin
                        k1_v <= f_v(v_in, u_in, I_in);
                        k1_u <= f_u(v_in, u_in, a_param, b_param);
                        state <= CALC_K1;
                    end
                    done <= 0;
                end
                CALC_K1: begin
                    div_start <= 0;
                    h_div_2 <= (h_step >>> 1);
                    state <= DIV_1;
                end
                DIV_1: begin
                    v_temp1 <= add(v_in, multiply(h_div_2, k1_v));
                    u_temp1 <= add(u_in, multiply(h_div_2, k1_u));
						  I_in1 <= add(I_in, h_div_2);
						  I_in2 <= add(I_in, h_step);
                    state <= CALC_TEMP1;
                end
                CALC_TEMP1: begin
                    k2_v <= f_v(v_temp1, u_temp1, I_in1);
                    k2_u <= f_u(v_temp1, u_temp1, a_param, b_param);
                    state <= CALC_K2;
                end
                CALC_K2: begin
                    v_temp2 <= add(v_in, multiply(h_div_2, k2_v));
                    u_temp2 <= add(u_in, multiply(h_div_2, k2_u));
                    state <= DIV_2;
                end
                DIV_2: begin
                    k3_v <= f_v(v_temp2, u_temp2, I_in1);
                    k3_u <= f_u(v_temp2, u_temp2, a_param, b_param);
                    state <= CALC_TEMP2;
                end
                CALC_TEMP2: begin
                    v_temp3 <= add(v_in, multiply(h_step, k3_v));
                    u_temp3 <= add(u_in, multiply(h_step, k3_u));
                    state <= CALC_K3;
                end
                CALC_K3: begin
                    k4_v <= f_v(v_temp3, u_temp3, I_in2);
                    k4_u <= f_u(v_temp3, u_temp3, a_param, b_param);
                    state <= CALC_TEMP3;
                end
                CALC_TEMP3: begin
                    k2_v_doubled <= k2_v <<< 1;  
                    k2_u_doubled <= k2_u <<< 1;  
                    k3_v_doubled <= k3_v <<< 1;  
                    k3_u_doubled <= k3_u <<< 1;  
                    state <= CALC_K4;
                end
                CALC_K4: begin
                    k_sum_v <= add(k1_v, add(k4_v, add(k2_v_doubled, k3_v_doubled)));
                    k_sum_u <= add(k1_u, add(k4_u, add(k2_u_doubled, k3_u_doubled)));
                    div_dividend <= h_step;
                    div_divisor <= 16'd768;   
                    div_start <= 1;
                    state <= DIV_3;
                end
                DIV_3: begin
                    div_start <= 0;   
                    if (div_done) begin
                        h_div_6 <= div_quotient;
                        state <= CALC_FINAL;
                    end
                end
                CALC_FINAL: begin
                    v_inc <= multiply(h_div_6, k_sum_v);
                    u_inc <= multiply(h_div_6, k_sum_u);
                    v_next <= add(v_in, multiply(h_div_6, k_sum_v));
                    u_next <= add(u_in, multiply(h_div_6, k_sum_u));
                    state <= DONE;
                end
                DONE: begin
                    v_out <= v_next;
                    u_out <= u_next;
                    k1v_out <= k1_v;
                    k2v_out <= k2_v;
                    k3v_out <= k3_v;
                    k4v_out <= k4_v;
                    k1u_out <= k1_u;
                    k2u_out <= k2_u;
                    k3u_out <= k3_u;
                    k4u_out <= k4_u;
                    vinc_out <= v_inc;
                    uinc_out <= u_inc;
                    ksumv_out <= k_sum_v;
                    hdiv_out <= h_div_6;
                    spike <= (v_next >= THRESHOLD) ? 1'b1 : 1'b0;
                    done <= 1;
                    state <= IDLE;
                end
            endcase
        end
    end
endmodule
```
==> run summary <==
On the backend side, the flow ran end to end.

rk4_inst.divider.remainder holds more flip-flops than any other register. The worst setup path is of the reg -> reg kind. The maximum single-stage delay on the critical path stands at 0.78 ns. Measured in cells, the most critical reg-to-reg path has a length of 47. The post-layout minimum cycle time stands at 12.50 ns. The post-route DRC violation count stands at 0.

The post-route setup TNS stands at 0 ns. The floorplan step records an initial core utilization of 0.403. The last weighted congestion value of the routability-driven placer stands at 0.961. Among the stages of the critical path, the cell type that occurs most often is sky130_fd_sc_hd__fa_1. The most critical hold endpoint after final layout shows a slack of 0.382 ns. The count of hold buffers inserted by post-cts repair stands at 0. The depth of the worst hold-timing path stands at 0. Setup slack on the worst reg-to-reg path comes out at 11.80 ns. The vertical die size stands at 470 um. Before antenna repair, the detailed router went through 6 iterations. TritonCTS built the clock tree. The final worst-path cycle share stands at 0.515. The number of flops mapped to enable cells by yosys stands at 52. The slew check shows that the tightest pin keeps a relative margin of 0.336.

Per STA, the worst path accumulates the most delay in the family adder cells. The combinational share of power stands at 0.024. The largest registers in the layout are rk4_inst.divider.remainder (32), rk4_inst.divider.divisor_extended (26). The final report gives the core utilization as 0.444. Pins over their slew limit in the final report were tallied at 0. The registers of the reported paths see a clock transition of 0.06 ns. The die area stands at 220,000 um2.

The OpenROAD report gives the critical path a required time of 24.91 ns. The synth_stat.txt file lists the number of cells as 9,038. The average wire per standard cell stands at 20.4 um. The synthesized instance count is 9,038.

Per the CTS log, the maximum H-tree level is 3. Looking at the max-slew report, the worst-margin pin has a slew of 0.970 ns. Per the detail_route report, the via count comes to 61,000. The count of distinct cell types in the synthesized netlist stands at 93.

The sequential share of the synthesized area stands at 0.215. Clock tree synthesis found a total of 740 sinks. Across the routed clock network, the largest skew measured is 0.0462 ns. The worst setup path is launched from a flop. The core region is 217,000 um2. Per the detailed-route log, wirelength across all metal layers totals 248,000 um. The proportion of layout cells with a drive suffix above 1 stands at 0.0795. Per the synth log, the flip-flop and latch total comes to 740. The via count of the first global-routing pass stands at 63,700. The number of flip-flops under the largest register name stands at 32. Per the TritonCTS log, the buffer count is 87. The number of antenna violations at the first check in global routing was 18. In the synthesis report, Yosys lists the chip area as 87,400 um2. The post-route worst setup slack stands at 11.80 ns. The number of hold violations in the final report stands at 0.

STA classifies the critical path endpoint as a flop. By instance count after routing, the leading logic cell type is sky130_fd_sc_hd__inv_1. The final HPWL from detailed placement stands at 201,000 um.

For this design the top-level I/O count stands at 243. Per the STA report, the cell with the highest stage delay on the worst path is sky130_fd_sc_hd__dfrtp_1. For the worst-skew pair, the clock arrives at the later sink with an insertion delay of 0.73 ns.

The net switching power figure stands at 630 uW. The switching power share of the total stands at 0.233. The area growth from synthesis to layout is 10.1%.

STA reports the tightest min-delay check as being of type reg -> reg. The static power due to leakage stands at 0.0498 uW. The run finished with clean final reports. Per the cell usage report, the commonest logic cells after layout are 1,807 x sky130_fd_sc_hd__inv_1, 1,123 x sky130_fd_sc_hd__fa_1, 1,050 x sky130_fd_sc_hd__ha_1. The number of warnings reported in the yosys synthesis log stands at 3.

The commonest register cell is sky130_fd_sc_hd__dfrtp_1. The report lists the number of cells resized after CTS as 0. The logic depth of the worst path, buffers included stands at 47. The placement report lists the number of port buffers as 222. Of the total power, registers draw 0.460.

Looking at the clock tree report, the root buffer type is sky130_fd_sc_hd__clkbuf_16. After clock tree synthesis, the setup repair step added 0 buffers. The share of total power dissipated in the clock network is 0.516.

The synthesized area stands at 87,400 um2. Looking at the VDD voltage map, the peak drop is 52.1 uV. Measured along the x axis, the die boundary spans 470 um. The synthesis report gives the async set-or-reset register share as 0.930.

Across the run, the number of max-cap violations was 0. Looking at the clock tree report, the maximum root-to-sink buffer count equals 3. The peak fanout along the critical path stands at 13. The violation tally from detailed-route iteration zero stands at 3,268. The maximum number of pins on one net before global-route repair stands at 76. The average via count per standard cell stands at 5.02.

Setup repair after global routing left no endpoint under its margin. According to the timing report, the arrival time at the worst endpoint equals 13.11 ns. The highest clock rate this design can be run at is 80.0 MHz. Logged for this run, the post-placement worst setup slack is 11.88 ns. The floorplan row count stands at 171. The mean instance size in the synthesized netlist stands at 9.68 um2. In this run the power density over the cells is 28.1 nW/um2. The end-of-flow timing check tallies setup violations at 0. Counting the fill cells in the layout gives 20,100.

The global-route wire length before repair stands at 386,000 um. The buffer and inverter count on the worst path stands at 9. The count of nets left with antenna violations once routing finished came out at 0.

The internal portion of the total power is 2080 uW. The overall routing resource usage stands at 0.244. The number of warnings in the stage logs stands at 68. The total global routing overflow stands at 0.
## final cells by class
cell class                      count  area (um2)  share of cell area
Clock inverter                     33         445             0.00462
Sequential cell                   740       18800               0.195
Tap cell                         2854        3570              0.0371
Antenna cell                       11        27.5            0.000286
Multi-Input combinational cell   6210       60800               0.631
Clock buffer                      130        2610              0.0271
Inverter                         1832        6880              0.0715
Timing Repair Buffer              354        3210              0.0334
## worst paths after layout
path / from / endpoint
worst max-delay path: rk4_inst.v_temp3[6] / rk4_inst.k4_v[14]
worst min-delay path: rk4_inst.state[1] / rk4_inst.state[8]
worst max register to register: rk4_inst.v_temp3[6] / rk4_inst.k4_v[14]
worst min register to register: rk4_inst.state[1] / rk4_inst.state[8]
max in group asynchronous: rst / rk4_inst.state[3]
min in group asynchronous: rst / rk4_inst.k2u_out[8]
## per-stage QoR
stage | power, uW | instances | instance area [um2]
final | 2710 | 12200 | 96300
after global routing | 2790 | 12200 | 96300
after CTS | 2740 | 12200 | 96300
after detailed placement | 1330 | 12000 | 93200
after global placement | 1330 | 12000 | 93200
after floorplan | 1310 | 9057 | 87500
## power groups by stage
stage         logic (uW)  clock network (uW)  registers [uW]
CTS                 67.6                1430            1240
global route        74.7                1470            1240
finish              65.5                1400            1240
## cell usage after synthesis (15+ instances only)
cell type                  number  area, um2
sky130_fd_sc_hd__xor2_1       119       1040
sky130_fd_sc_hd__fa_1        1123      22500
sky130_fd_sc_hd__clkinv_1      19       71.3
sky130_fd_sc_hd__xnor2_1      448       3920
sky130_fd_sc_hd__inv_1       1808       6790
sky130_fd_sc_hd__mux2_2       358       4030
sky130_fd_sc_hd__o21bai_1      36        270
sky130_fd_sc_hd__buf_4         20        150
sky130_fd_sc_hd__a21oi_1      326       1630
sky130_fd_sc_hd__nor2_1       554       2080
sky130_fd_sc_hd__or3_1         36        225
sky130_fd_sc_hd__or2_2         33        206
sky130_fd_sc_hd__o21ai_0      314       1570
sky130_fd_sc_hd__nand3_1      104        521
sky130_fd_sc_hd__buf_1         15       56.3
sky130_fd_sc_hd__nand2b_1      24        150
sky130_fd_sc_hd__clkbuf_1     237        890
sky130_fd_sc_hd__mux2i_1       15        150
sky130_fd_sc_hd__and3_1        42        263
sky130_fd_sc_hd__o21a_1        59        443
sky130_fd_sc_hd__edfxtp_1      52       1560
sky130_fd_sc_hd__a31o_2        17        149
sky130_fd_sc_hd__ha_1        1050      13100
sky130_fd_sc_hd__a21o_1        95        713
sky130_fd_sc_hd__o31ai_1       18        135
sky130_fd_sc_hd__dfrtp_1      677      16900
sky130_fd_sc_hd__nand4_1       27        169
sky130_fd_sc_hd__a31oi_1       26        163
sky130_fd_sc_hd__nand2_1      721       2710
sky130_fd_sc_hd__nor2b_1       75        469
sky130_fd_sc_hd__and2_1       225       1410
sky130_fd_sc_hd__nor3_1       105        526
sky130_fd_sc_hd__a211oi_1      32        240
sky130_fd_sc_hd__a21boi_0      18        135
## metal layers
| metal | part of all wire | GRT usage | vias up |
|---|---|---|---|
| li1 | - | - | 29000 |
| met1 | 0.40 | 0.332 | 29800 |
| met2 | 0.45 | 0.364 | 1815 |
| met3 | 0.099 | 0.0947 | 346 |
| met4 | 0.048 | 0.0903 | 20 |
| met5 | 0.00055 | 0.000649 | - |
## cell families after synthesis
| kind of cell | synth area share |
|---|---|
| AOI/OAI and AO/OA | 0.0762 |
| xor gates and xnor gates | 0.0578 |
| adders and majority gates | 0.407 |
| buffers and inverters | 0.0913 |
| DFF | 0.215 |
| muxes | 0.0478 |
| other | 0.0000429 |
| and+or+nand+nor | 0.105 |
## worst register-to-register path, delay by kind of cell, from the launching register on
kind            cells  cell delay [ns]
compound gates     10             2.41
xor+xnor            3             0.70
fa+ha+maj          13             5.16
buf+inv             9             1.25
flops               1             0.78
mux                 1             0.26
simple gates       11             1.86
Power and IR drop assume default switching activity.
